$ cat design/flow/design.v
`timescale 1ns / 1ps
module uart_transmitter(
    input wire clk,            
    input wire rst,            
    input wire tx_start,       
    input wire tx_clk_en,      
    input wire [7:0] tx_data,  
    output reg tx_line,        
    output wire tx_busy        
);
    localparam IDLE  = 2'b00;
    localparam START = 2'b01;
    localparam DATA  = 2'b10;
    localparam STOP  = 2'b11;
    reg [1:0] state = IDLE;            
    reg [2:0] bit_index = 3'd0;        
    reg [7:0] tx_shift_reg = 8'd0;     
    always @(posedge clk) begin
        if (rst) begin
            state <= IDLE;
            tx_line <= 1'b1;   
            bit_index <= 3'd0;
            tx_shift_reg <= 8'd0;
        end
        else begin
            case (state)
                IDLE: begin
                    tx_line <= 1'b1;   
                    if (tx_start) begin
                        state <= START;
                        tx_shift_reg <= tx_data;   
                        bit_index <= 3'd0;
                    end
                end
                START: begin
                    if (tx_clk_en) begin
                        tx_line <= 1'b0;   
                        state <= DATA;
                    end
                end
                DATA: begin
                    if (tx_clk_en) begin
                        tx_line <= tx_shift_reg[bit_index];   
                        if (bit_index == 3'd7)
                            state <= STOP;
                        else
                            bit_index <= bit_index + 1'b1;
                    end
                end
                STOP: begin
                    if (tx_clk_en) begin
                        tx_line <= 1'b1;   
                        state <= IDLE;
                    end
                end
                default: begin
                    state <= IDLE;
                    tx_line <= 1'b1;
                end
            endcase
        end
    end
    assign tx_busy = (state != IDLE);
endmodule
$ cat design/flow/constraint.sdc
current_design uart_transmitter

set clk_period 3.2
set clk_io_pct 0.2

create_clock -name clk0 -period $clk_period [get_ports {clk}]

set non_clock_inputs [all_inputs -no_clocks]
set_input_delay [expr $clk_period * $clk_io_pct] -clock clk0 $non_clock_inputs
set_output_delay [expr $clk_period * $clk_io_pct] -clock clk0 [all_outputs]
$ cat design/flow/config.mk
export PLATFORM = sky130hd
export DESIGN_NAME = uart_transmitter
export DESIGN_NICKNAME = uart_transmitter
export VERILOG_FILES = /design/flow/design.v
export SDC_FILE = /design/flow/constraint.sdc
export NUM_CORES = 4
export LEC_CHECK = 1
export CORE_AREA = 10 10 88 88
export DIE_AREA = 0 0 98 98
$ cat design/flow/run.sh
#!/bin/bash
# OpenROAD 26Q1-2900-gdf79404cd8, Yosys 0.63+post, stock flow scripts
make -C /OpenROAD-flow-scripts/flow DESIGN_CONFIG=/design/flow/config.mk WORK_HOME=/design/flow/orfs finish
==> Changelog: implementation <==
## Implementation

- Status: complete, no violations
- Final setup viols: 0
- Drt pass-1 iters: 4
- Comb pwr share: 44.3%
- Routed WL: 1.70 mm
- Most frequent logic cell in the layout: dfxtp_1
- I/O Buffers: 13
- Pin slew with the least headroom to its limit: 0.573 ns
- Sequential cell area fraction in the yosys report: 36.2%
- DRT antenna net count: 0
- CP endpoint: tx_busy
- Routed vias: 644
- Clock share of power: 23.3%
- Overall power: 0.738 mW
- CTS tree: built
- Crit share post-route: 71.6%
- Maximum Capacitance Violations: 0
- Slew HR: 61.7%
- Cell area after synthesis: 774 sq um
- PwrDens: 719 mW/mm^2
- RSZ-0062 raised after global routing: false
- Clock slew at reported path FFs: 0.06 ns
- Avg Inst Size Synth: 8.61 sq um
- Core Area: 0.00592 sq mm
- Largest net degree at the start of global routing: 16
- Die Ht: 98 um
- Floorplan Utilization: 13.1%
- Min Tclk post-route: 2.29 ns
- Non-Filler Instances: 178
- First-pass GRT wire length: 2.86 mm
- Antenna violations before repair: 0
- Ys Warns: 1
- Peak supply drop: 287 uV
- Startpoint types: flop
- Post-Syn Instances: 90
- Reg2Reg Capture Point: state[1]
- P_int: 0.476 mW
- Crit path launch: state[0]
- Die Wd: 98 um
- Num rows: 28
- Post-CTS Resized: 0
- Layout cell share with drive strength beyond 1: 6.80%
- Vias in the first global route: 614
- Chip area line of the yosys report: 774 sq um
- Post-route DRC: 0
- Design area: 0.00103 sq mm
- Psw: 0.262 mW
- Htree depth: 1
- Total track usage: 3.43%
- Placed Area: 972 sq um
- Yosys top cell area share: 36.2%
- Tool warnings: 29
- Post-synth regs: 14
- HP Class: reg2reg
- R2R setup slack: 1.33 ns
- Synth cell types: 26
- CP max FO: 13
- Finished Core Util: 17.3%
- Wire per inst: 9.53 um
- # IOs: 14
- Max-slew violation count: 0
- Yosys Instances: 90
- DP Cell Count: 174
- Fmax: 436 MHz
- Setup Buffers After CTS: 0
- DP Wirelength: 1.28 mm
- Switching part of the total power: 35.6%
- Skew-Pair Late Insertion Delay: 0.24 ns
- Top Layout Cells: dfxtp_1 (14), nand2_1 (13), clkdlybuf4s50_1 (13)
- Clock Path Buffers: 2
- GPL Wtd Cong: 0.785
- Ant diodes: 0
- Crit path DAT: 1.65 ns
- Final Hold Violating Endpoints: 0
- CP endpoint kind: output pin
- PnR worst setup slack: 0.909 ns
- DIE AREA: 0.00960 sq mm
- Leakage: 0.380 nW
- Gr ovfl total: 0
- CTS Buf Count: 3
- Largest area contributor in the netlist: dfxtp_1
- Worst R2R Path Depth: 6
- Sequential power share: 32.5%
- Pre-CTS setup slack: 0.942 ns
- Main area contributors: dfxtp_1 (36%), ha_1 (11%), mux2i_1 (7.8%), a21oi_1 (7.1%), nand2_1 (6.3%)
- Vias per cell: 3.62
- Crit Path Category: reg2out
- Clk root buf: clkbuf_8
- Max Clock Skew: 0.00269 ns
- CTS Sinks: 14
- Worst r2r src: state[0]
- Hold WS: 0.455 ns
- Area Overhead vs Synth: 32.6%
- DRT iter0 DRCs: 38
- Hold-fix buffers at CTS: 0
- Worst EP required: 2.56 ns
- Max reg flops: 8
- Final setup TNS: 0 ns
## cells in the mapped netlist
master	number
o21ai_0	1
nor2b_1	2
nor4_2	1
mux4_2	1
and2_1	2
buf_1	1
nand3_1	8
dfxtp_1	14
a221o_1	1
buf_6	1
a211oi_1	1
inv_1	4
nor3_1	1
buf_4	1
nor4_1	2
mux2i_1	6
ha_1	7
clkbuf_1	1
nand2b_1	1
nand3b_1	1
nor3b_1	1
a21oi_1	11
nor2_1	6
a21boi_1	1
o21ba_2	1
nand2_1	13
## routing by layer
metal / part of all wire (%) / vias up / track usage, %
met4: 0.77 / 0 / 0.336
met5: 0 / - / 0
li1: - / 339 / -
met1: 54 / 284 / 4.74
met3: 5.6 / 2 / 1.14
met2: 40 / 19 / 5.23
## layout make-up
cell class	instances	area [sq um]
multi-input cells	68	453
fillers	642	4890
flip-flops and latches	14	280
repair buffers	13	130
well taps	75	93.8
clock buffers	4	55.1
inverters	4	15.0
## worst min path at each step
stage         depth (start not counted)       startpoint              end  slack, ns
global route                          2  tx_shift_reg[5]  tx_shift_reg[5]       0.47
CTS                                   2  tx_shift_reg[2]  tx_shift_reg[2]       0.46
finish                                2  tx_shift_reg[1]  tx_shift_reg[1]       0.45
## power groups by stage
stage     Clock [mW]  Combinational [mW]  Sequential (mW)
4_1_cts        0.175               0.333            0.240
5_1_grt        0.184               0.370            0.246
6_report       0.172               0.327            0.240
## worst max-delay path, stage by stage (launching register included)
cell and delay [ns]:
dfxtp_1 0.38, inv_1 0.10, ha_1 0.36, inv_1 0.10, clkdlybuf4s50_1 0.47
## logic make-up after synthesis
group           Yosys count  share of synthesized area (%)
simple gates             38                           24.2
compound gates           16                           12.3
flops                    14                           36.2
buf+inv                   8                           5.33
mux                       7                           10.7
fa+ha+maj                 7                           11.3
No activity file was given, so power comes from the tool's default toggle rates.
