==> /design/flow/design.v <==
`timescale 1ns / 1ps
module uart_receiver(
    input wire clk,             
    input wire rst,             
    input wire rx_line,         
    input wire rx_clk_en,       
    input wire rx_ready_clr,    
    output reg rx_ready,        
    output reg [7:0] rx_data    
);
    localparam IDLE = 2'b00;
    localparam START = 2'b01;
    localparam DATA = 2'b10;
    localparam STOP = 2'b11;
    reg [1:0] state = IDLE;             
    reg [3:0] sample_count = 4'd0;      
    reg [2:0] bit_index = 3'd0;         
    reg [7:0] rx_shift_reg = 8'd0;      
    always @(posedge clk) begin
        if (rst) begin
            state <= IDLE;
            rx_ready <= 1'b0;
            rx_data <= 8'd0;
            sample_count <= 4'd0;
            bit_index <= 3'd0;
            rx_shift_reg <= 8'd0;
        end
        else begin
            if (rx_ready_clr)
                rx_ready <= 1'b0;
            if (rx_clk_en) begin
                case (state)
                    IDLE: begin
                        sample_count <= 4'd0;
                        bit_index <= 3'd0;
                        if (rx_line == 1'b0) begin
                            state <= START;
                        end
                    end
                    START: begin
                        if (sample_count == 4'd15) begin
                            state <= DATA;
                            sample_count <= 4'd0;
                        end
                        else begin
                            sample_count <= sample_count + 1'b1;
                        end
                    end
                    DATA: begin
                        sample_count <= sample_count + 1'b1;
                        if (sample_count == 4'd8) begin
                            rx_shift_reg[bit_index] <= rx_line;
                        end
                        if (sample_count == 4'd15) begin
                            if (bit_index == 3'd7) begin
                                state <= STOP;
                                sample_count <= 4'd0;
                            end else begin
                                bit_index <= bit_index + 1'b1;
                                sample_count <= 4'd0;
                            end
                        end
                    end
                    STOP: begin
                        if (sample_count == 4'd15) begin
                            state <= IDLE;
                            rx_data <= rx_shift_reg;   
                            rx_ready <= 1'b1;          
                            sample_count <= 4'd0;
                        end
                        else begin
                            sample_count <= sample_count + 1'b1;
                        end
                    end
                    default: begin
                        state <= IDLE;
                        sample_count <= 4'd0;
                        bit_index <= 3'd0;
                    end
                endcase
            end
        end
    end
endmodule
==> /design/flow/run.sh <==
#!/bin/bash
# OpenROAD 26Q1-2900-gdf79404cd8, Yosys 0.63+post, stock flow scripts
make -C /OpenROAD-flow-scripts/flow DESIGN_CONFIG=/design/flow/config.mk WORK_HOME=/design/flow/orfs finish
==> /design/flow/constraint.sdc <==
current_design uart_receiver

set clk_period 3.2
set clk_io_pct 0.2

create_clock -name clk0 -period $clk_period [get_ports {clk}]

set non_clock_inputs [all_inputs -no_clocks]
set_input_delay [expr $clk_period * $clk_io_pct] -clock clk0 $non_clock_inputs
set_output_delay [expr $clk_period * $clk_io_pct] -clock clk0 [all_outputs]
==> /design/flow/config.mk <==
export PLATFORM = sky130hd
export DESIGN_NAME = uart_receiver
export DESIGN_NICKNAME = uart_receiver
export VERILOG_FILES = /design/flow/design.v
export SDC_FILE = /design/flow/constraint.sdc
export NUM_CORES = 4
export LEC_CHECK = 1
export CORE_UTILIZATION = 30
==> results_dict.tcl <==
# yosys + openroad results
set metrics [dict create \
    rows 24 \
    peakVddDrop_uv 193 \
    pwr-share-comb_pct 18.9 \
    crit_end "rx_shift_reg[0]" \
    grt_antenna_before_repair 0 \
    die-area_sq_mm 0.00482 \
    synth_cells 154 \
    cts_tree "done" \
    via_per_inst 4.81 \
    min_period_over_period_pct 65.4 \
    fp_util_pct 31.4 \
    holdWs_ps 471 \
    max_freq_mhz 478 \
    worstSkewPairLatency_ps 270 \
    ys_warn_count 1 \
    ys_seq_elements 26 \
    worst_slew_pin_slew_ps 579 \
    seq_power_share_pct 50.3 \
    globalplace.congestion 0.783 \
    cp_slowest_cell "clkdlybuf4s50_1" \
    drtPass1Iterations 2 \
    use_met2_pct 17.0 \
    power.density_mw_per_mm2 424 \
    swShare_pct 26.9 \
    grt_pass1_wl_um 4150 \
    finalSetupTns_ps 0 \
    grt-ovfl-total 0 \
    cts.clk_slew.worst_paths_ps 90 \
    ys_area_sq_mm 0.00137 \
    switchingPower_mw 0.182 \
    synthesis.area_sq_mm 0.00137 \
    die_y_um 69.5 \
    cp-startpoint "rx_clk_en" \
    openroad.warnings 34 \
    crit_chain "clkdlybuf4s50_1, nand2_1, a21oi_1, nand4_1, mux2i_1" \
    largest_area_cell "dfxtp_1" \
    cpPeakStageDelay_ps 710 \
    drc 0 \
    ys_seq_share_pct 38.1 \
    reg2reg_depth 6 \
    post-cts-setup-buffers 0 \
    boundaryPins 14 \
    antenna-diode-count 0 \
    vias 1053 \
    lay_top_cells "dfxtp_1, nor2_1, inv_1, ha_1, clkdlybuf4s50_1" \
    leakagePower_nw 0.659 \
    path_max_fanout 13 \
    use_met3_pct 0.590 \
    ant_nets 0 \
    dr.first_iter.drc_count 51 \
    grt_use_total_pct 10.3 \
    synth_top_flop_cell "dfxtp_1" \
    syn_to_final_growth_pct 17.3 \
    r2r-end "state[1]" \
    use_met1_pct 15.5 \
    lay_top_count "dfxtp_1" \
    cts_sinks 26 \
    pwr-share-clk_pct 30.8 \
    fin_crit_ps 2090 \
    rr_startpoint "bit_index[0]" \
    top_area_share_pct 38.1 \
    core_region_area_sq_mm 0.00435 \
    syn_avg_cell_area_sq_um 8.86 \
    final-max-slew-violation-count 0 \
    ys_cells 154 \
    clockRootBuffer "clkbuf_8" \
    drive_above_1_share_pct 4.19 \
    start_kind "input pin" \
    fp.dieW_um 69.5 \
    hold_class "register to register" \
    grt_pass1_vias 957 \
    worst_setup_path_end_kind "register" \
    area_leaders "dfxtp_1, ha_1, mux2i_1" \
    port-buffer-count 13 \
    crit_type "input pin to register" \
    wl_per_cell_um 10.9 \
    grt_max_degree 22 \
    cts-buffers-inserted 3 \
    synth_cell_types 30 \
    busiest_layer "met2" \
    cts_buffer_depth 2 \
    relSlewSlack_pct 61.4 \
    status "complete, no violations" \
    required_ps 3360 \
    final-setup-viol-count 0 \
    cap_violations 0 \
    hold_viol_final 0 \
    r2r_slack_ps 1320 \
    wirelength_um 2390 \
    ctsResizeCount 0 \
    edf_count 0 \
    rsz0062_at_grt "no" \
    fin_skew_ps 5.45 \
    hpwl_um 1800 \
    arrival_ps 2250 \
    ys_async_sr_fraction_pct 0 \
    holdBufCountCts 0 \
    p_int_mw 0.497 \
    htree_levels 1 \
]
area by class of cell:
type	count	area, sq um
fillers	432	2750
flip-flops and latches	26	520
clock buffers	4	55.1
well taps	52	65.1
repair buffers	14	138
multi-input cells	110	774
inverters	13	48.8
how the worst min path moves through the flow:
stage / startpoint / to / slack (ps) / cells past startpoint
finish: rx_shift_reg[2] / rx_shift_reg[2] / 470 / 2
CTS: rx_shift_reg[6] / rx_shift_reg[6] / 480 / 2
global route: rx_shift_reg[7] / rx_shift_reg[7] / 500 / 2
cell usage after synthesis (3+ instances only):
| master | count |
|---|---|
| o21ai_0 | 4 |
| inv_1 | 13 |
| nand3b_1 | 3 |
| nand3_1 | 4 |
| a21oi_1 | 9 |
| dfxtp_1 | 26 |
| clkbuf_1 | 3 |
| ha_1 | 13 |
| o31ai_1 | 3 |
| o32ai_1 | 6 |
| and3_1 | 7 |
| mux2i_1 | 12 |
| nand2_1 | 10 |
| nand2b_1 | 6 |
| nor2_1 | 16 |
kinds of logic after synthesis:
group / synth area share, %
simple gates: 23.4
flops: 38.1
compound gates: 11.4
buf+inv: 5.13
fa+ha+maj: 11.9
mux: 8.80
xor+xnor: 1.28
worst max-delay path: cells and delay by family:
| family | cells | cell delay [ps] |
|---|---|---|
| buffers and inverters | 1 | 710 |
| AOI/OAI and AO/OA | 1 | 470 |
| and+or+nand+nor | 2 | 280 |
| muxes | 1 | 150 |
power by group through the flow:
stage / clock network [mW] / registers (mW) / logic, mW
CTS: 0.221 / 0.342 / 0.129
global route: 0.230 / 0.343 / 0.149
finish: 0.209 / 0.342 / 0.129
per-layer routing:
| metal | routed length (um) | share of wire [%] |
|---|---|---|
| met1 | 1230 | 51 |
| met5 | 0 | 0 |
| met3 | 28 | 1.2 |
| met4 | 25 | 1.0 |
| met2 | 1110 | 46 |
through the flow:
stage	area (sq um)	setup WS (ps)	std cells	power, mW	util, %
after global routing	1600	962	219	0.722	36.8
after global placement	1550	845	215	0.478	35.5
after CTS	1600	1130	219	0.692	36.8
final	1600	1110	219	0.680	36.8
after floorplan	1370	1570	154	0.449	-
after detailed placement	1550	838	215	0.479	35.5
Power figures rest on the tool's default switching activity, not on a simulated workload.
